--- /design/flow/config.mk ---
export PLATFORM = sky130hd
export DESIGN_NAME = wb_slave
export DESIGN_NICKNAME = wb_slave
export VERILOG_FILES = /design/flow/design.v
export SDC_FILE = /design/flow/constraint.sdc
export NUM_CORES = 4
export LEC_CHECK = 1
export CORE_UTILIZATION = 30
--- /design/flow/constraint.sdc ---
current_design wb_slave

set clk_period 11.1
set clk_io_pct 0.2

create_clock -name clk0 -period $clk_period [get_ports {clk_i}]

set non_clock_inputs [all_inputs -no_clocks]
set_input_delay [expr $clk_period * $clk_io_pct] -clock clk0 $non_clock_inputs
set_output_delay [expr $clk_period * $clk_io_pct] -clock clk0 [all_outputs]
--- /design/flow/design.v ---
`default_nettype none
typedef enum {
	STATE_IDLE,
	STATE_PROCESS,
	STATE_STALL,
	STATE_WAIT_FOR_PHASE_END
	} state_t;
	parameter ADDR_WIDTH = 16;
	parameter DATA_WIDTH = 32;
	parameter GRANULE = 8;
	parameter REGISTER_NUM = 16;
	localparam SEL_WIDTH = DATA_WIDTH / GRANULE;
module wb_slave (
	input  wire rst_i,
	input  wire clk_i,
	input  wire [ADDR_WIDTH-1:0] adr_i,
	input  wire [DATA_WIDTH-1:0] dat_i,
	output reg  [DATA_WIDTH-1:0] dat_o,
	input  wire [SEL_WIDTH-1:0]  sel_i,
	input  wire we_i,
	input  wire stb_i,
	output wire ack_o,
	output wire err_o,
	output wire stall_o,
	input  wire cyc_i
	);
	reg [DATA_WIDTH-1:0] register_value [0:REGISTER_NUM-1];
	reg [ADDR_WIDTH-1:0] r_adr_i;
	reg [DATA_WIDTH-1:0] r_dat_i;
	reg [SEL_WIDTH-1:0]  r_sel_i;
	reg r_we_i;
	reg ack = 1'h0;
	reg err = 1'h0;
	reg stall = 1'h0;
	state_t state = STATE_IDLE;
	int i;
	always @(posedge clk_i) begin
		if (rst_i) begin
			state <= STATE_IDLE;
			ack <= 1'h0;
			err <= 1'h0;
			stall <= 1'h0;
			for (i = 0; i < REGISTER_NUM; i++) begin
				register_value[i] <= {DATA_WIDTH{1'h0}};
			end
		end
		else begin
			case (state)
				STATE_IDLE: begin
					if (stb_i) begin
						state <= STATE_PROCESS;
						r_sel_i <= sel_i;
						r_adr_i <= adr_i;
						r_we_i <= we_i;
						ack <= 1'h0;
						err <= 1'h0;
						stall <= 1'h0;
						if (we_i) begin
							r_dat_i <= dat_i;
						end
					end
				end
				STATE_PROCESS: begin
					if (r_adr_i > REGISTER_NUM) begin
						err <= 1'h1;
						ack <= 1'h0;
						stall <= 1'h0;
					end else begin
						for (i = 0; i < SEL_WIDTH; i++) begin
							if (r_sel_i[i]) begin
								if (r_we_i && r_adr_i != 16'h0008) begin
									register_value[r_adr_i][i*GRANULE+:GRANULE] <= r_dat_i[i*GRANULE+:GRANULE];
								end else if (!r_we_i && r_adr_i != 16'h0009) begin
									dat_o[i*GRANULE+:GRANULE] <= register_value[r_adr_i][i*GRANULE+:GRANULE];
								end
							end
						end
						ack <= 1'h1;
						err <= 1'h0;
					end
					if (stb_i) begin
						stall <= 1'h1;
						state <= STATE_STALL;
					end else begin
						state <= STATE_WAIT_FOR_PHASE_END;
					end
				end
				STATE_STALL: begin 
					stall <= 1'h0;
					ack   <= 1'h0;
					err   <= 1'h0;
					state <= STATE_PROCESS;
				end
				STATE_WAIT_FOR_PHASE_END: begin
					if (~stb_i) begin
						state <= STATE_IDLE;
						ack <= 1'h0;
						err <= 1'h0;
					end
				end
			endcase
		end
	end
	assign   ack_o = ack;
	assign   err_o = err;
	assign stall_o = stall;
endmodule
--- /design/flow/run.sh ---
#!/bin/bash
# OpenROAD 26Q1-2900-gdf79404cd8, Yosys 0.63+post, stock flow scripts
make -C /OpenROAD-flow-scripts/flow DESIGN_CONFIG=/design/flow/config.mk WORK_HOME=/design/flow/orfs finish
==> qor.csv <==
stage,metric,value,unit
power,Net Sw Frac,0.2155,
route,Pre-Repair DR Iteration Count,6,
route,Vias/cell,4.894,
clocking,CTS root buffer,clkbuf_16,
synthesis,Syn Area/Cell,14.36,um2
power,Comb power frac,0.068,
die,die span in x,295.6,um
die,Row Count,107,
placed_design,IO buf count,90,
power,cell internal pwr,0.003925,W
setup_path,Startpoint Class,register,
final_timing,final setup fails,0,
power,clock share of power,0.406,
clocking,CTS Sinks,606,
run_status,outcome,"complete, no violations",
synthesis,Synth Cell Area,0.02586,mm2
synthesis,yosys cell count,1801,
clocking,Post-CTS Hold Buffers,0,
route,Inserted Diodes,0,
grt,Overall Global Routing Usage,0.1613,
setup_path,Slowest cell on crit path,o21bai_1,
grt,largest net degree at the start of global routing,66,
power,P_leak,9.582,nW
setup_path,Worst path max stage delay,0.97,ns
route,Post-DRT Antenna Nets,0,
flow_run,MaxCap Viol Count,0,
power,power density cells,166.1,mW/mm2
setup_path,Worst EP required,11.32,ns
layout,ratio of cells with drive above 1 in the final layout,0.1488,
placed_design,pre-CTS WS,6.587,ns
die,Die Y,295.6,um
power,total power,0.005003,W
route,vias,15102,
final_timing,worst slew pin tran,1.159,ns
min_path,Hold WC Path Type,reg -> reg,
final_timing,Period minus WS final,4.285,ns
setup_path,critical path data arrival time,4.51,ns
layout,Final Non-Filler Cells,3086,
synthesis,Post-Syn Instances,1801,
layout,Layout Area Growth over Synthesis,16.47,%
synthesis,ys async rst share,0,
flow_run,tool warning count,26,
die,Core Density at Floorplan,0.3032,
final_timing,worst setup margin,6.815,ns
synthesis,sequential share of the synthesized area,0.7003,
grt,gr ovfl total,0,
power,sequential power share,0.526,
synthesis,top cell type's share of synthesized area,0.6933,
route,DR WL/cell,20.94,um
placed_design,placed cell count,2978,
clocking,Bufs on Longest Clock Path,3,
power,switching power total,0.001078,W
grt,first-pass GRT wire length,98470,um
synthesis,main flop type,edfxtp_1,
clocking,post-CTS sizing,0,
final_timing,RSZ-0062 raised after global routing,false,
clocking,CTS tree,done,
synthesis,yosys stat area,0.02586,mm2
clocking,CTS clock-pin slew for the worst setup and hold paths,0.06,ns
synthesis,"top cells, area","edfxtp_1 (69%), mux4_2 (11%), nor2_1 (7.1%)",
grt,antenna violations before repair,3,
synthesis,Ys Warns,1,
layout,filler cell count,7955,
synthesis,cell type with the largest total area,edfxtp_1,
setup_path,critical-path cell list,o41ai_1 > nand2_1 > or3_1 > buf_4 > o21bai_1,
power,Peak VDD IR,132.2,uV
route,Total Routed Length,64640,um
final_timing,"Hold Vio Cnt, Final",0,
route,DRC viols,0,
placed_design,RePlAce Congestion,0.8271,
final_timing,Fin Setup TNS,0,ns
clocking,CTS Buf Count,60,
clocking,Setup Buffers After CTS,0,
setup_path,CP Max Fanout,29,
layout,Util after Layout,0.3531,
final_timing,Pins Over Slew Limit,0,
setup_path,Crit. End Element,register,
route,Iteration-0 DRC Markers,975,
setup_path,crit path kind,reg -> reg,
synthesis,synth unique cells,38,
final_timing,f_max,233.4,MHz
die,# IOs,92,
clocking,htree depth,2,
clocking,clock latency (worst-skew pair),0.61,ns
grt,vias in the first global route,16334,
final_timing,Final Skew,0.01300,ns
synthesis,"EDFF count, synth",597,
final_timing,fin crit share,0.3860,
placed_design,dpl hpwl,39760,um
die,Placeable Area,0.08528,mm2
die,Die Area,0.08736,mm2
synthesis,Post-synth regs,606,
final_timing,max_slew headroom,0.2257,
## area by class of cell
cell class,count,area [um2],area share
sequential,606,18110,0.6015
clock buffer,72,1568,0.05206
clock inverter,36,374.1,0.01242
inverter,1,3.754,0.0001246
multi-input combinational,1086,7328,0.2434
tap,1144,1431,0.04753
timing repair buffer,141,1294,0.04296
## power by group through the flow
stage                 combinational (W)  sequential, W  clock (W)
after CTS                      0.000344        0.00263    0.00207
final                          0.000339        0.00263    0.00203
after global routing           0.000366        0.00264    0.00216
## metal layers
| metal | GRT usage | wire length, um | up-vias |
|---|---|---|---|
| li1 | - | - | 6786 |
| met1 | 0.2052 | 23970 | 7329 |
| met2 | 0.2489 | 30590 | 841 |
| met3 | 0.08533 | 7805 | 140 |
| met4 | 0.04360 | 2221 | 6 |
| met5 | 0 | 41 | - |
## metrics by stage
stage	hold slack [ns]	cell area [um2]
finish	0.5260	30110
global route	0.5547	30110
CTS	0.5265	30110
detailed placement	0.4990	28170
global placement	0.5068	28170
floorplan	0.4324	25970
## critical path, delay by kind of cell (launching register included)
family	cells	cell delay (ns)
buffers and inverters	1	0.44
AND/OR/NAND/NOR	2	1.09
AND-OR/OR-AND	2	1.71
flip-flops	1	0.62
## cell families after synthesis
kind of cell | share of synthesized area
buffers and inverters | 0.02308
multiplexers | 0.1128
AND-OR/OR-AND | 0.03915
AND/OR/NAND/NOR | 0.1242
other | 0.0001450
flip-flops | 0.7003
XOR/XNOR | 0.0003388
## Yosys cell counts, types with 5 or more instances
master and count:
and2_1 38, nor2_1 489, a22oi_1 65, nand3_1 16
dfxtp_1 9, o21bai_2 7, clkbuf_1 99, or3_1 5
nor2b_1 13, a21o_1 25, nor3_1 7, mux4_2 128
nand2_1 202, o21bai_1 29, buf_2 20, buf_1 15
edfxtp_1 597
## path summary, 6_finish.rpt
check | start | end | slack, ns | cells after the start
max | r_adr_i[2] | register_value[14][22] | 6.82 | 5
min | stall | stall | 0.53 | 2
max reg2reg | r_adr_i[2] | register_value[14][22] | 6.82 | 5
min reg2reg | stall | stall | 0.53 | 2
## layout by cell type (no fill, tap or decap), types with 8 or more instances in the layout
master	netlist	final
bufinv_16	0	8
clkinv_2	0	10
nor2b_1	13	11
buf_4	0	51
nand3_1	16	13
and2_1	38	37
clkinv_1	0	14
a21o_1	25	25
edfxtp_1	597	597
clkbuf_16	0	61
clkbuf_1	99	11
nor2_1	489	488
conb_1	1	32
nand2_1	202	202
mux4_2	128	128
a22oi_1	65	65
clkdlybuf4s50_1	0	89
o21bai_1	29	29
## state kept, by name, summed over array words and instances (netlist names), named ones only
| register | count |
|---|---|
| register_value | 512 |
| dat_o | 32 |
| r_dat_i | 32 |
| r_adr_i | 16 |
| r_sel_i | 4 |
| state | 2 |
| ack | 1 |
| err | 1 |
| r_we_i | 1 |
| stall | 1 |
Power figures rest on the tool's default switching activity, not on a simulated workload.
